### ./run.sh
#!/bin/bash
# OpenROAD 26Q1-2900-gdf79404cd8, Yosys 0.63+post, stock flow scripts
make -C /OpenROAD-flow-scripts/flow DESIGN_CONFIG=/design/flow/config.mk WORK_HOME=/design/flow/orfs finish
### ./config.mk
export PLATFORM = sky130hd
export DESIGN_NAME = subr
export DESIGN_NICKNAME = subr
export VERILOG_FILES = /design/flow/design.v
export SDC_FILE = /design/flow/constraint.sdc
export NUM_CORES = 4
export LEC_CHECK = 1
export CORE_AREA = 10 10 102 102
export DIE_AREA = 0 0 112 112
### ./constraint.sdc
current_design subr

set clk_period 15.9
set clk_io_pct 0.2

create_clock -name clk0 -period $clk_period

set non_clock_inputs [all_inputs -no_clocks]
set_input_delay [expr $clk_period * $clk_io_pct] -clock clk0 $non_clock_inputs
set_output_delay [expr $clk_period * $clk_io_pct] -clock clk0 [all_outputs]
### ./design.v
module subr(result,a, b);
   input[31:0] a;
   input[31:0] b;
   output [31:0] result;
   wire [32:0] sum = {1'b0,a} - {1'b0,b};
   assign result = sum[32] ? sum[32:1]: sum[31:0];
endmodule 
==> GITHUB_STEP_SUMMARY <==
## PnR job results

| Metric | Value |
|---|---|
| Die Wd | 112 µm |
| And+or+nand+nor area frac | 15.7% |
| CP Max Fanout | 24 |
| Drt wl/cell | 13.8 µm |
| Die area | 12500 µm² |
| Synth Area per Inst | 7.45 µm² |
| Antenna Violating Nets Remaining | 0 |
| Via density | 4.67 |
| Sw frac | 37.8% |
| Area grow syn2layout | 44.9% |
| Drt first-iter violations | 82 |
| Chip height | 112 µm |
| Req. time, crit path | 12720 ps |
| Leak | 1.57 nW |
| Postcts setup bufs | 0 |
| Most frequent cell on the critical path | clkdlybuf4s50_1 |
| Seq pwr share | 0% |
| Post-layout min period | 10230 ps |
| Normalized max-slew margin | 58.7% |
| First-pass GRT wire length | 11.6 mm |
| Status | complete, no violations |
| And-or/or-and share of the synthesized area | 26.8% |
| Hold crit path type | in -> out |
| Fmax | 97.7 MHz |
| Max_cap viols | 0 |
| Clock power frac | 0% |
| Crit path launch type | input pin |
| Yosys cell count | 308 |
| Top-area cell share | 17.4% |
| Post-CTS Hold Buffers | 0 |
| Registers | 0 |
| Non-filler cells, final | 502 |
| Gate power share | 100.0% |
| Worst-Margin Slew | 613 ps |
| Core Area | 8220 µm² |
| Maximum VDD drop | 0.0139 mV |
| RSZ-0062 raised after global routing | false |
| Pins Over Slew Limit | 0 |
| Seq share, synth | 0% |
| Cell area after synthesis | 2290 µm² |
| Resized Gates After CTS | 0 |
| DR pass1 iterations | 4 |
| Post-Route WL | 6.90 mm |
| Dominant kind of combinational cell | AND-OR/OR-AND gates |
| Int Pwr | 0.106 mW |
| Final Hold Fails | 0 |
| Synth Area in Adders | 18.3% |
| Setup TNS after final layout | 0 ps |
| RD Place Congestion | 0.866 |
| Crit-path slowest cell | clkdlybuf4s50_1 |
| WS Path Type | in -> out |
| FP Util | 27.9% |
| Finished Core Util | 40.5% |
| Hold Path End | result[0] |
| Layout cells sized above 1 | 8.82% |
| Synth top cells by count | 41 x inv_1, 32 x ha_1, 30 x a21oi_1 |
| Row cnt | 33 |
| GR Util All Layers | 10.5% |
| Worst hold slack | 7390 ps |
| XOR/XNOR Fraction of Synth Area | 11.5% |
| Worst path bufs/invs | 4 |
| Buffers added on ports | 96 |
| Hpwl dp | 6.25 mm |
| Inst Count DP | 502 |
| Count leader, synth | inv_1 |
| Crit-path cells | clkdlybuf4s50_1 -> inv_1 -> ha_1 -> fa_1 -> nor2b_1 -> o21ai_1 -> a21oi_1 -> o21ai_0 -> a41oi_2 -> a31oi_2 -> o21ai_2 -> a31o_2 -> buf_4 -> mux2i_1 -> clkdlybuf4s50_1 |
| Cell area leaders | ha_1 17%, mux2_4 13%, xnor2_1 7.3% |
| Yosys stat area | 2290 µm² |
| Fin crit share | 64.4% |
| Cell taking the most area after synthesis | ha_1 |
| Sequential cell area | 0 µm² |
| # DRC | 0 |
| Place WS | 5580 ps |
| Ports | 96 |
| Delay-heaviest family, CP | buffers and inverters |
| Via count | 2344 |
| Psw | 0.0645 mW |
| Min setup slack post-route | 5670 ps |
| Mux share | 18.0% |
| Worst hold path stage count | 5 |
| Min-Delay Startpoint | a[0] |
| Mapped Cells | 308 |
| Crit path arrival time | 7050 ps |
| Antenna violations before repair | 0 |
| PwrDens | 51.4 nW/µm² |
| Clkbuf count | 0 |
| Synth Warn # | 0 |
| Yosys cell types | 48 |
| Pin count of the biggest net entering global routing | 25 |
| OpenROAD warning count | 32 |
| Inserted Diodes | 0 |
| Vias in the first global route | 2403 |
| Final setup fails | 0 |
| GR Overflow Total | 0 |
| CP endpoint kind | primary output |
| CP max stage delay | 520 ps |
placed cells by master (no fill, tap or decap), types with 3 or more instances in the layout:
master and count:
a21o_1 17, nor2_1 16, nand2_1 21, a21oi_1 30, nor3_1 3, xnor2_1 19, ha_1 32, nor2b_1 5
o21ai_0 17, a21boi_0 3, mux2_4 20, and2_1 3, nand4_1 4, nand3_1 3, xor2_1 11, mux2i_1 9
a31oi_1 3, nand2b_1 6, a211oi_1 4, inv_1 41, clkdlybuf4s50_1 96
layer usage:
layer	track usage (%)	part of all wire [%]	vias to the layer above
li1	-	-	1268
met1	14.0	47	1022
met2	18.5	48	52
met3	1.57	5.2	2
met4	0.423	0.43	0
met5	0	0	-
cell type report:
cell class | instances | area, µm²
Fill cell | 832 | 4890
Multi-Input combinational cell | 259 | 2070
Timing Repair Buffer | 97 | 968
Inverter | 41 | 154
Tap cell | 105 | 131
through the flow:
step / total power, mW / cell area [µm²]
6_report: 0.171 / 3320
2_1_floorplan: 0.0969 / 2290
4_1_cts: 0.175 / 3320
3_5_place_dp: 0.174 / 3320
5_1_grt: 0.189 / 3320
3_3_place_gp: 0.173 / 3320
cell families (layout without fill, tap and decap cells):
| group | after synthesis | count (layout) |
|---|---|---|
| mux | 31 | 31 |
| fa+ha+maj | 33 | 33 |
| buf+inv | 49 | 138 |
| simple gates | 71 | 71 |
| compound gates | 94 | 94 |
| xor+xnor | 30 | 30 |
power groups by stage:
stage                 logic (mW)  registers (mW)  clock network (mW)
final                      0.171               0                   0
after global routing       0.189               0                   0
after CTS                  0.175               0                   0
worst max path at each step:
stage | start | to | depth (start not counted)
CTS | a[0] | result[23] | 15
finish | a[0] | result[22] | 15
global route | a[0] | result[21] | 15
Power figures rest on the tool's default switching activity, not on a simulated workload.
