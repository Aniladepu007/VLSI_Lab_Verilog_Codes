[./run.sh]
#!/bin/bash
# OpenROAD 26Q1-2900-gdf79404cd8, Yosys 0.63+post, stock flow scripts
make -C /OpenROAD-flow-scripts/flow DESIGN_CONFIG=/design/flow/config.mk WORK_HOME=/design/flow/orfs finish
[./config.mk]
export PLATFORM = sky130hd
export DESIGN_NAME = mu
export DESIGN_NICKNAME = mu
export VERILOG_FILES = /design/flow/design.v
export SDC_FILE = /design/flow/constraint.sdc
export NUM_CORES = 4
export LEC_CHECK = 1
export CORE_UTILIZATION = 40
[./constraint.sdc]
current_design mu

set clk_period 11.2
set clk_io_pct 0.2

create_clock -name clk0 -period $clk_period

set non_clock_inputs [all_inputs -no_clocks]
set_input_delay [expr $clk_period * $clk_io_pct] -clock clk0 $non_clock_inputs
set_output_delay [expr $clk_period * $clk_io_pct] -clock clk0 [all_outputs]
[./design.v]
module mu(result,a, b);
   input[15:0] a;
   input[15:0] b;
   output [31:0] result;
   wire [16:0] sum = {1'b0,a} * {1'b0,b};
   assign result = sum[16] ? sum[16:1]: sum[15:0];
endmodule 
==> results.sh <==
# implementation run metrics
export IMPL_status="completed"
export IMPL_yosysCellCount=555
export IMPL_synth_cells=555
export IMPL_drcViolationCount=0
export IMPL_yosysTopAreaCell="fa_1"
export IMPL_avgSynthCellArea_um2=8.61
export IMPL_core_area_mm2=0.0115
export IMPL_yosysMostFrequentCell="inv_1"
export IMPL_port_buffers=48
export IMPL_gp_congestion=0.968
export IMPL_period_needed_ps=10810
export IMPL_cp_end_kind="primary output"
export IMPL_critical_path_class="input port to primary output"
export IMPL_hold_viol_final=0
export IMPL_hpwl_mm=8.68
export IMPL_cap_viol_max_count=0
export IMPL_initialDrtViolationCount=108
export IMPL_via_per_inst=4.70
export IMPL_grt_pass1_wl_mm=17.8
export IMPL_grt_pass1_vias=3738
export IMPL_die_size_y_um=111
export IMPL_cp_cell_sequence="clkdlybuf4s50_1, buf_4, and2_1, fa_1, inv_1, fa_1, inv_1, ha_1, fa_1, fa_1, inv_1, fa_1, inv_1, ha_1, or3_1, o31a_1, a311oi_2, a21oi_2, xnor2_4, buf_12, mux2_2, clkdlybuf4s50_1"
export IMPL_flop_count=0
export IMPL_fill_cells=1100
export IMPL_vias=3462
export IMPL_rsz0062_at_grt="false"
export IMPL_drv_slew=0
export IMPL_hold_path_class="input port to primary output"
export IMPL_finalClockPeriodUsage_pct=96.5
export IMPL_antenna_cells=0
export IMPL_hp_start="a[0]"
export IMPL_cp_required_ps=8960
export IMPL_warnings=32
export IMPL_die_w_um=111
export IMPL_die_area_mm2=0.0124
export IMPL_fp_util_pct=41.5
export IMPL_syn_area_mm2=0.00478
export IMPL_grtUsageTotal_pct=19.1
export IMPL_io_pins=64
export IMPL_slowest_delay_ps=540
export IMPL_max_freq_mhz=92.5
export IMPL_crit_start="a[2]"
export IMPL_synth_chip_area_mm2=0.00478
export IMPL_critPathSlowestCell="fa_1"
export IMPL_setup_viol=0
export IMPL_rows=39
export IMPL_common_cells="129 x inv_1, 94 x fa_1, 76 x and2_1, 76 x nand2_1, 50 x ha_1"
export IMPL_ys_seq_share_pct=0
export IMPL_crit_top_cell="fa_1"
export IMPL_worstPathMaxFanout=14
export IMPL_startpoint_type="input port"
export IMPL_grt_overflow=0
export IMPL_top_cells_by_area="fa_1 39%, ha_1 13%, inv_1 10%"
export IMPL_top_area_share_pct=39.4
export IMPL_nClkBuffers=0
export IMPL_drtPass1Iterations=20
export IMPL_synth_distinct_cells=33
export IMPL_tightest_slew_ps=662
export IMPL_synth_warnings=0
export IMPL_regArea_um2=0
export IMPL_relSlewSlack_pct=55.8
export IMPL_critical_path_arrival_ps=8570
export IMPL_area_growth_pct=13.0
export IMPL_cts_hold_buf=0
export IMPL_postLayoutCoreUtil_pct=46.9
export IMPL_antenna_found_initial=0
export IMPL_grt_start_max_net_pins=17
export IMPL_logic_area_mm2=0.00415
export IMPL_ant_nets=0
export IMPL_drive_gt1_share_pct=4.38
export IMPL_wl_per_cell_um=13.9
export IMPL_wl_mm=10.2
-- per-stage QoR --
stage	cells	hold WS, ps	area (um^2)	setup TNS (ps)	setup WS [ps]
after global placement	736	5790	5370	0	18.1
after global routing	736	5840	5400	0	9.44
after floorplan	570	4550	4840	0	1330
after detailed placement	736	5790	5370	-26.2	-11.5
after CTS	736	5790	5370	0	25.0
final	736	5800	5400	0	392
-- placed cells by master, fill, tap and decap left out, types with 8 or more instances in the layout --
cell type,Yosys,layout
and2_1,76,76
buf_4,16,8
clkdlybuf4s50_1,0,34
conb_1,1,16
dlymetal6s2s_1,0,13
fa_1,94,94
ha_1,50,50
inv_1,129,129
nand2_1,76,76
nor2_1,9,9
xnor2_1,29,29
xor2_1,8,8
-- repair_timing --
item | in CTS | in global routing
gates cloned | 0 | 0
buffers inserted | 0 | 0
gates resized | 1 | 13
endpoints found under the setup margin | 6 | 16
pin swaps | 0 | 0
-- cell families (layout without fill, tap and decap cells) --
family	after synthesis	in the layout	synth area share (%)
AOI/OAI and AO/OA	27	27	3.98
buffers and inverters	163	186	14.5
muxes	15	15	3.93
other	1	16	0.0785
and+or+nand+nor	166	166	17.3
adders and majority gates	144	144	52.5
xor gates and xnor gates	39	39	7.85
-- worst paths after layout --
check	endpoint	depth (start not counted)
setup / recovery	result[3]	22
hold / removal	result[0]	5
-- layer usage --
metal | track usage (%) | wire, um | vias up
met5 | 0 | 0 | -
li1 | - | - | 1673
met1 | 26.3 | 4520 | 1686
met4 | 3.15 | 142 | 0
met3 | 4.12 | 612 | 8
met2 | 32.7 | 4970 | 95
-- worst max-delay path: cells and delay by family --
kind,cells,cell delay [ps]
fa+ha+maj,7,2810
buf+inv,8,1530
compound gates,3,960
simple gates,2,490
mux,1,330
xor+xnor,1,220
-- area by class of cell --
type,instances,share of cell area (%)
Multi-Input combinational cell,407,76.8
Tap cell,143,3.31
Timing Repair Buffer,57,11.0
Inverter,129,8.97
