`/design/flow/design.v`:
```
module adder32(result,a, b);
   input[31:0] a;
   input[31:0] b;
   output [31:0] result;
   wire [32:0] sum = {1'b0,a} + {1'b0,b};
   assign      result = sum[32] ? sum[32:1]: sum[31:0];
endmodule 
```
`/design/flow/run.sh`:
```
#!/bin/bash
# OpenROAD 26Q1-2900-gdf79404cd8, Yosys 0.63+post, stock flow scripts
make -C /OpenROAD-flow-scripts/flow DESIGN_CONFIG=/design/flow/config.mk WORK_HOME=/design/flow/orfs finish
```
`/design/flow/config.mk`:
```
export PLATFORM = sky130hd
export DESIGN_NAME = adder32
export DESIGN_NICKNAME = adder32
export VERILOG_FILES = /design/flow/design.v
export SDC_FILE = /design/flow/constraint.sdc
export NUM_CORES = 4
export LEC_CHECK = 1
export CORE_UTILIZATION = 30
```
`/design/flow/constraint.sdc`:
```
current_design adder32

set clk_period 22.8
set clk_io_pct 0.2

create_clock -name clk0 -period $clk_period

set non_clock_inputs [all_inputs -no_clocks]
set_input_delay [expr $clk_period * $clk_io_pct] -clock clk0 $non_clock_inputs
set_output_delay [expr $clk_period * $clk_io_pct] -clock clk0 [all_outputs]
```
==> impl_metrics.ini <==
; flow metrics
[outcome]
outcome = finished, final reports clean

[die]
floorplan.die.height_um = 87.4
floorplan.initialDensity = 0.317
chipWidth_um = 87.4
chipArea_um2 = 7640
core_um2 = 6910
std_cell_rows = 30
io_pins = 96

[placed_design]
gpl_wtd_cong = 0.867
hpwlAfterDp_um = 5120
numPortBuffers = 96
placement.cell_area_um2 = 3200
dp_worst_setup_slack_ps = 10120

[critical_path]
setup.worst_path.end_class = primary output
crit_chain = clkdlybuf4s50_1 -> ha_1 -> fa_1 -> a211oi_2 -> o21ai_0 -> a211oi_1 -> o21ai_0 -> a21oi_1 -> nor3_1 -> or2_2 -> xnor2_1 -> mux2_2 -> clkdlybuf4s50_1
critical-path-top-delay-family = AND-OR/OR-AND gates
slowest_delay_ps = 440
required_ps = 18240
worst_path_max_delay_cell = sky130_fd_sc_hd__fa_1
critical_path_arrival_ps = 8140
worst-path-buf-inv = 2
timing.setup.critical_path_class = input port to primary output
crit_path_max_fanout = 4
critPathLaunchType = input port

[yosys]
synth-area-yosys_um2 = 2190
post_synth_inst_count = 297
ys_cells = 297
ys_types = 53
tally_of_yosys_warning_messages = 0
synthesis.area_per_instance_um2 = 7.37
yosysSeqAreaShare = 0
syn_area_um2 = 2190

[clocking]
post_cts_resized = 0
cts-hold-fix-buffers = 0
postCtsSetupBuffers = 0

[route]
remaining_drc_errors = 0
wirelength_um = 6010
diodes = 0
avg_vias_per_cell = 5.03
dr_total_vias = 2394
drt_pass1_iterations = 4
antenna_left = 0
drt_iter0_markers = 39
detail_route.wl_per_cell_um = 12.6

[final_timing]
tns_ps = 0
unrepaired_setup_endpoints_after_global_routing = no
timing.hold.ws_ps = 10290
hold_viol = 0
max_freq_ghz = 0.0787
setup_ws_ps = 10100
final_max_slew_violation_count = 0
tightest_slew_ps = 632
finalCriticalPeriod_ps = 12700
layout_worst_path_cycle_share = 0.557
report.final.setup_viol = 0
worst_rel_slew_slack = 0.574

[min_path]
min-delay-path-class = input port to primary output

[run]
total_number_of_warnings_across_the_stage_logs = 32
maxCapViolCount = 0

[grt]
number_of_global_route_vias_before_repair = 2161
grt_pass1_wl_um = 9430
grt_start_max_net_pins = 26
number_of_antenna_violations_at_the_first_check_in_global_routing = 0
grt_remaining_overflow = 0
grtUsageTotal = 0.151

[power_and_ir_drop]
intPower_mw = 0.0686
switching_part_of_the_total_power = 0.387
power.share.clock = 0
static-leakage-power_nw = 1.26
vdd_ir_drop_max_uv = 17.5
total_switching_power_mw = 0.0433
sequentialPowerShare = 0
power.density_nw_per_um2 = 35.0
combPwrFrac = 1.000

[final_layout]
sequential_cell_total = 0
area.sequential_um2 = 0
fin_area_um2 = 3200
share_of_final_layout_standard_cells_stronger_than_drive_strength_1 = 0.103
synthToLayoutAreaGrowth_pct = 46.0
clock_buffer_count = 0
layer usage:
metal / GRT usage / part of all wire
met4: 0.00447 / 0.0030
met3: 0.00962 / 0.044
met5: 0 / 0
met1: 0.238 / 0.53
met2: 0.237 / 0.42
layout make-up:
class              count  area, um2
fillers              708       3710
inverters             10       37.5
multi-input cells    273       2070
well taps             96        120
repair buffers        97        968
through the flow:
step,instances,util,total power [mW]
2_1_floorplan,297,-,0.0608
3_5_place_dp,476,0.463,0.112
3_3_place_gp,476,0.463,0.113
6_report,476,0.463,0.112
5_1_grt,476,0.463,0.123
4_1_cts,476,0.463,0.113
cells in the mapped netlist, drive strengths merged (7+ instances only):
| cell type | number | area [um2] |
|---|---|---|
| o21a | 9 | 68.8 |
| mux2 | 28 | 315 |
| a21oi | 29 | 149 |
| clkbuf | 7 | 26.3 |
| buf | 7 | 55.1 |
| a21o | 9 | 67.6 |
| a211oi | 9 | 77.6 |
| xnor2 | 16 | 140 |
| nor2 | 26 | 97.6 |
| xor2 | 10 | 87.6 |
| ha | 32 | 400 |
| inv | 10 | 37.5 |
| nor3 | 10 | 50.1 |
| nand3 | 8 | 45.0 |
| o21ai | 19 | 110 |
| nand2 | 18 | 67.6 |
worst paths after layout:
| check | startpoint | endpoint | slack (ps) | depth (start not counted) |
|---|---|---|---|---|
| worst max-delay path | a[0] | result[21] | 10100 | 13 |
| worst min-delay path | b[0] | result[0] | 10290 | 4 |
cell usage in the layout (no fill, tap or decap), types with 2 or more instances in the layout:
cell type                          n
sky130_fd_sc_hd__a21oi_1          28
sky130_fd_sc_hd__nand3_1           7
sky130_fd_sc_hd__mux2_2           28
sky130_fd_sc_hd__a211oi_2          2
sky130_fd_sc_hd__xor2_1           10
sky130_fd_sc_hd__nand4b_1          2
sky130_fd_sc_hd__nor2_1           26
sky130_fd_sc_hd__nor3_1           10
sky130_fd_sc_hd__xnor2_1          16
sky130_fd_sc_hd__a21o_1            9
sky130_fd_sc_hd__o211ai_1          2
sky130_fd_sc_hd__clkdlybuf4s50_1  96
sky130_fd_sc_hd__nor2b_1           4
sky130_fd_sc_hd__mux2i_1           2
sky130_fd_sc_hd__o21bai_1          6
sky130_fd_sc_hd__a211oi_1          7
sky130_fd_sc_hd__nor4_1            2
sky130_fd_sc_hd__nand2_1          18
sky130_fd_sc_hd__nand2b_1          3
sky130_fd_sc_hd__or3_1             2
sky130_fd_sc_hd__a31oi_1           4
sky130_fd_sc_hd__ha_1             32
sky130_fd_sc_hd__nand4_1           5
sky130_fd_sc_hd__and4_1            2
sky130_fd_sc_hd__inv_1            10
sky130_fd_sc_hd__o21ai_0          16
sky130_fd_sc_hd__o21a_1            8
logic make-up (layout without fill, tap and decap cells):
family          after synthesis  count (layout)  synth area share
simple gates                 85              85             0.189
xor+xnor                     26              26             0.104
buf+inv                      24             107            0.0543
fa+ha+maj                    33              33             0.192
mux                          30              30             0.153
compound gates               99              99             0.307
tightest hold or removal path: stages:
cell and delay (ps):
sky130_fd_sc_hd__clkdlybuf4s50_1 460, sky130_fd_sc_hd__ha_1 110, sky130_fd_sc_hd__mux2_2 130, sky130_fd_sc_hd__clkdlybuf4s50_1 460
power groups by stage:
stage	registers [mW]	clock network [mW]	logic, mW
finish	0	0	0.112
global route	0	0	0.123
CTS	0	0	0.113
Power figures rest on the tool's default switching activity, not on a simulated workload.
